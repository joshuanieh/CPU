$ cat flow/design.v
module ALU(
    data1_i,
    data2_i,
    ALUCtrl_i,
    data_o
);
input signed [31:0] data1_i, data2_i;
input        [2:0]  ALUCtrl_i;
output reg   [31:0] data_o;
always @ (data1_i or data2_i or ALUCtrl_i)
begin
  case (ALUCtrl_i)
    3'b000:  data_o = data1_i & data2_i;
    3'b001:  data_o = data1_i ^ data2_i;
    3'b010:  data_o = data1_i << data2_i;
    3'b011:  data_o = data1_i + data2_i;
    3'b100:  data_o = data1_i - data2_i;
    3'b101:  data_o = data1_i * data2_i;
    3'b110: data_o = data1_i + data2_i;
    3'b111: data_o = data1_i >>> data2_i[4:0];
  endcase
end
endmodule
$ cat flow/run.sh
#!/bin/bash
# OpenROAD 26Q1-2900-gdf79404cd8, Yosys 0.63+post, stock flow scripts
make -C /OpenROAD-flow-scripts/flow DESIGN_CONFIG=/design/flow/config.mk WORK_HOME=/design/flow/orfs finish
$ cat flow/config.mk
export PLATFORM = sky130hd
export DESIGN_NAME = ALU
export DESIGN_NICKNAME = ALU
export VERILOG_FILES = /design/flow/design.v
export SDC_FILE = /design/flow/constraint.sdc
export NUM_CORES = 4
export LEC_CHECK = 1
export CORE_UTILIZATION = 50
$ cat flow/constraint.sdc
current_design ALU

set clk_period 26.4
set clk_io_pct 0.2

create_clock -name clk0 -period $clk_period

set non_clock_inputs [all_inputs -no_clocks]
set_input_delay [expr $clk_period * $clk_io_pct] -clock clk0 $non_clock_inputs
set_output_delay [expr $clk_period * $clk_io_pct] -clock clk0 [all_outputs]
==> reports/metrics.cfg <==
[status]
status=finished, final reports clean

[run]
maxCapViolCount=0
warning_count=32

[floorplanning]
die_h_um=219
fp-utilization_pct=50.6
dieArea_mm2=0.0479
core_mm2=0.0465
chipWidth_um=219
rows=79
io_pins=99

[placed_design]
gp_congestion=1.02
hpwl_um=67500
io_buffers=99
dpl-instance-area_mm2=0.0251
dpl_worst_slack_ns=7.28

[cells_and_area]
final_core_util_pct=54.0
flop_area_um2=0
layout_top_cell=inv_1
design_area_mm2=0.0251
n_clock_buffer=0
ff_count=0
drive_gt1_share_pct=6.23
final_layout_top_logic_cells=430 x inv_1, 409 x fa_1, 344 x and2_1
area_growth_pct=6.77

[critical_path]
cp-start-kind=primary input
cp_data_arrival_time_ns=13.87
critPathRequiredTime_ns=21.12
worstSetupPathType=in2out
cp-end-kind=output port
crit_fanout=8

[sta]
finalCritPeriodShare_pct=72.6
finalCriticalPeriod_ns=19.15
hold_violations=0
tightest_slew_ns=1.05
setup_violations=0
max_freq_mhz=52.2
rsz0062_at_grt=false
slew_headroom_pct=29.4
fin_ws_ns=7.25
drv_slew=0
tns_ns=0

[yosys]
avgSynthCellArea_um2=8.40
ys_cells=2800
ys_warn_count=1
syn_area_mm2=0.0235
syn_inst=2800
synth.distinct_cells=87
ys_seq_share_pct=0
yosys_area_mm2=0.0235

[cts]
holdBufCountCts=0
post-cts-setup-buffer-count=0
cts_resized=0

[hold_path]
worst_hold_path_type=in2out

[detailed_routing]
detail-route-antenna-nets=0
route.detailed.drc=0
vias=20400
firstDrtPassIters=5
wl_per_cell_um=26.3
wl_um=89700
drtIter0Drc=1490
viasPerCell=5.99

[global_route]
grt_usage_pct=41.5
overflow=0
grt_pass1_wl_um=136000
antenna_found_initial=4
grt_pass1_vias=21400
grt_start_max_net_pins=51

[power]
p_sw_mw=3.24
power_density_mw_per_mm2=220
peakVddDrop_v=0.000366
intPower_mw=2.30
leakagePower_nw=11.8
switching_share_pct=58.5

-- per-stage QoR --
step,total power [mW],std cells,hold WS (ns)
after global routing,6.16,3404,11.76
after detailed placement,5.45,3402,11.71
final,5.54,3407,11.70
after global placement,5.45,3402,11.72
after CTS,5.50,3402,11.70
after floorplan,3.73,2800,10.73
-- final timing paths --
path	from	end	slack (ns)	cells after the start
worst min-delay path	data2_i[2]	data_o[2]	11.70	6
worst max-delay path	data1_i[14]	data_o[29]	7.25	25
-- cells in the mapped netlist, types with 14 or more instances --
cell type	number	area, um2
inv_1	430	1610
fa_1	409	8190
and2_1	344	2150
nand2_1	245	920
ha_1	213	2670
nor2_1	177	664
clkbuf_1	154	578
a21oi_1	113	566
o21ai_0	99	495
xnor2_1	83	727
mux4_2	53	1190
mux2i_1	48	480
xor2_1	46	403
nor3_1	34	170
a21o_1	31	233
o22ai_1	19	119
buf_2	17	85.1
nor2b_1	17	106
nand3_1	16	80.1
a211oi_1	15	113
a31oi_1	15	93.8
o221ai_1	14	123
-- kinds of logic after synthesis --
group	count (synthesis)	synth area share, %
adders and majority gates	622	46.2
buffers and inverters	619	10.2
and+or+nand+nor	900	19.6
xor gates and xnor gates	130	4.90
muxes	113	7.82
AOI/OAI and AO/OA	416	11.4
-- layer usage --
metal / GRT usage, % / share of wire (%)
met4: 16.1 / 4.8
met3: 17.4 / 12
met1: 57.1 / 39
met5: 0.521 / 0.050
met2: 60.0 / 44
-- layout make-up --
class,count,area (um2)
Inverter,431,1620
Fill cell,4238,21300
Antenna cell,5,12.5
Timing Repair Buffer,183,1600
Multi-Input combinational cell,2181,21100
Tap cell,607,759
-- critical path, cell delays in order --
cell	delay [ns]
clkdlybuf4s50_1	0.77
and2_1	0.36
fa_1	0.45
fa_1	0.50
inv_1	0.05
fa_1	0.48
fa_1	0.55
inv_1	0.05
fa_1	0.49
inv_1	0.05
fa_1	0.53
inv_1	0.05
fa_1	0.50
fa_1	0.42
ha_1	0.35
a21o_1	0.21
a21oi_1	0.15
o21ai_0	0.13
a221o_1	0.38
o21ai_0	0.64
nand2_1	0.11
a41oi_1	0.28
nand4b_1	0.13
a31oi_1	0.40
clkdlybuf4s50_1	0.56
-- power by group through the flow --
| stage | Sequential (mW) | Combinational, mW | Clock (mW) |
|---|---|---|---|
| after global routing | 0 | 6.16 | 0.0000000102 |
| after CTS | 0 | 5.50 | 0 |
No activity file was given, so power comes from the tool's default toggle rates.
