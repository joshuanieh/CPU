<file path="/design/flow/design.v">
module IFID(
	clk_i,
	instr_i,
	Stall_i,
	Flush_i,
	pc_i,
	Miss_stall_i,
	instr_o,
	pc_o
);
input             Stall_i, Flush_i, clk_i, Miss_stall_i;
input      [31:0] pc_i;
input      [31:0] instr_i;
output reg [31:0] instr_o, pc_o;
always @(posedge clk_i) begin
	if (Stall_i | Miss_stall_i) begin
		instr_o <= instr_o;
		pc_o    <= pc_o;
	end
	else if (Flush_i) begin
		instr_o <= 32'b0;
		pc_o    <= 32'b0;
	end
	else begin
		instr_o <= instr_i;
		pc_o    <= pc_i;
	end
end
endmodule
module IDEX(
	clk_i,
    ALUOp_i,
    ALUSrc_i,
    RegWrite_i,
    MemtoReg_i,
    MemRead_i,
    MemWrite_i,
	RS1data_i,
	RS2data_i,
	SE_i,
	funct_i,
	RS1addr_i,
	RS2addr_i,
	RDaddr_i,
	Miss_stall_i,
	RegWrite_o,
    MemtoReg_o,
    MemRead_o,
    MemWrite_o,
	ALUOp_o,
	ALUSrc_o,
	RS1data_o,
	RS2data_o,
	SE_o,
	funct_o,
	RS1addr_o,
	RS2addr_o,
	RDaddr_o
);
input             clk_i, ALUSrc_i, RegWrite_i, MemtoReg_i, MemRead_i, MemWrite_i, Miss_stall_i;
input      [1:0]  ALUOp_i;
input      [31:0] RS1data_i, RS2data_i, SE_i;
input      [9:0]  funct_i;
input      [4:0]  RS1addr_i, RS2addr_i, RDaddr_i;
output reg [1:0]  ALUOp_o;
output reg        ALUSrc_o, RegWrite_o, MemtoReg_o, MemRead_o, MemWrite_o;
output reg [31:0] RS1data_o, RS2data_o, SE_o;
output reg [9:0]  funct_o;
output reg [4:0]  RS1addr_o, RS2addr_o, RDaddr_o;
always @(posedge clk_i) begin
	if (Miss_stall_i) begin
		RegWrite_o <= RegWrite_o;
	    MemtoReg_o <= MemtoReg_o;
	    MemRead_o  <= MemRead_o;
	    MemWrite_o <= MemWrite_o;
		ALUOp_o    <= ALUOp_o;
		ALUSrc_o   <= ALUSrc_o;
		RS1data_o  <= RS1data_o;
		RS2data_o  <= RS2data_o;
		SE_o       <= SE_o;
		funct_o    <= funct_o;
		RS1addr_o  <= RS1addr_o;
		RS2addr_o  <= RS2addr_o;
		RDaddr_o   <= RDaddr_o;
	end
	else begin
		RegWrite_o <= RegWrite_i;
	    MemtoReg_o <= MemtoReg_i;
	    MemRead_o  <= MemRead_i;
	    MemWrite_o <= MemWrite_i;
		ALUOp_o    <= ALUOp_i;
		ALUSrc_o   <= ALUSrc_i;
		RS1data_o  <= RS1data_i;
		RS2data_o  <= RS2data_i;
		SE_o       <= SE_i;
		funct_o    <= funct_i;
		RS1addr_o  <= RS1addr_i;
		RS2addr_o  <= RS2addr_i;
		RDaddr_o   <= RDaddr_i;
	end
end
endmodule
module EXMEM(
	clk_i,
    RegWrite_i,
    MemtoReg_i,
    MemRead_i,
    MemWrite_i,
	ALUResult_i,
	RS2data_i,
	RDaddr_i,
	Miss_stall_i,
    RegWrite_o,
    MemtoReg_o,
    MemRead_o,
    MemWrite_o,
	ALUResult_o,
	RS2data_o,
	RDaddr_o
);
input             clk_i, RegWrite_i, MemtoReg_i, MemRead_i, MemWrite_i, Miss_stall_i;
input      [31:0] ALUResult_i, RS2data_i;
input      [4:0]  RDaddr_i;
output reg        RegWrite_o, MemtoReg_o, MemRead_o, MemWrite_o;
output reg [31:0] ALUResult_o, RS2data_o;
output reg [4:0]  RDaddr_o;
always @(posedge clk_i) begin
	if (Miss_stall_i) begin
		RegWrite_o  <= RegWrite_o;
	    MemtoReg_o  <= MemtoReg_o;
	    MemRead_o   <= MemRead_o;
	    MemWrite_o  <= MemWrite_o;
		ALUResult_o <= ALUResult_o;
		RS2data_o   <= RS2data_o;
		RDaddr_o    <= RDaddr_o;
	end
	else begin
		RegWrite_o  <= RegWrite_i;
	    MemtoReg_o  <= MemtoReg_i;
	    MemRead_o   <= MemRead_i;
	    MemWrite_o  <= MemWrite_i;
		ALUResult_o <= ALUResult_i;
		RS2data_o   <= RS2data_i;
		RDaddr_o    <= RDaddr_i;
	end
end
endmodule
module MEMWB(
	clk_i,
    RegWrite_i,
    MemtoReg_i,
	ALUResult_i,
	MemData_i,
	RDaddr_i,
	Miss_stall_i,
    RegWrite_o,
    MemtoReg_o,
	ALUResult_o,
	MemData_o,
	RDaddr_o
);
input             clk_i, RegWrite_i, MemtoReg_i, Miss_stall_i;
input      [31:0] ALUResult_i, MemData_i;
input      [4:0]  RDaddr_i;
output reg        RegWrite_o, MemtoReg_o;
output reg [31:0] ALUResult_o, MemData_o;
output reg [4:0]  RDaddr_o;
always @(posedge clk_i) begin
	if (Miss_stall_i) begin
		RegWrite_o  <= RegWrite_o;
	    MemtoReg_o  <= MemtoReg_o;
		ALUResult_o <= ALUResult_o;
		MemData_o   <= MemData_o;
		RDaddr_o    <= RDaddr_o;	
	end
	else begin
		RegWrite_o  <= RegWrite_i;
	    MemtoReg_o  <= MemtoReg_i;
		ALUResult_o <= ALUResult_i;
		MemData_o   <= MemData_i;
		RDaddr_o    <= RDaddr_i;
	end
end
endmodule
</file>
<file path="/design/flow/run.sh">
#!/bin/bash
# OpenROAD 26Q1-2900-gdf79404cd8, Yosys 0.63+post, stock flow scripts
make -C /OpenROAD-flow-scripts/flow DESIGN_CONFIG=/design/flow/config.mk WORK_HOME=/design/flow/orfs finish
</file>
<file path="/design/flow/config.mk">
export PLATFORM = sky130hd
export DESIGN_NAME = IDEX
export DESIGN_NICKNAME = IDEX
export VERILOG_FILES = /design/flow/design.v
export SDC_FILE = /design/flow/constraint.sdc
export NUM_CORES = 4
export LEC_CHECK = 1
export CORE_UTILIZATION = 40
</file>
<file path="/design/flow/constraint.sdc">
current_design IDEX

set clk_period 1.0
set clk_io_pct 0.2

create_clock -name clk0 -period $clk_period [get_ports {clk_i}]

set non_clock_inputs [all_inputs -no_clocks]
set_input_delay [expr $clk_period * $clk_io_pct] -clock clk0 $non_clock_inputs
set_output_delay [expr $clk_period * $clk_io_pct] -clock clk0 [all_outputs]
</file>
==> summary.txt <==
Implementation results are summarized by area below.

Status
The run finished, with violations left. The checks that failed: setup timing.

Placement
The cell count after placement is 524. The pre-CTS setup slack is -439 ps. The area of placed instances is 6730 um2.

The count of input and output buffers is 257. RePlAce ended its routability-driven mode at a weighted congestion of 0.847. Detailed placement finished with a half-perimeter wire length of 7.46 mm.

Cells and area
Leaving out filler cells and counting taps, the final layout contains 556. The multi-input combinational cell count is 0. The share of the core filled with cells is 71.2%. The final standard cell area without fillers is 6610 um2. The area growth from synthesis to final layout is 71.8%. The area of all sequential standard cells is between 3000 and 4000 um2. Fill cells in the final layout number ~690.

The share of layout cells above drive strength 1 is ~40%. By instance count after routing, the leading logic cell types are 129 x clkdlybuf4s50_1, 128 x edfxtp_1, 128 x buf_2. The most frequent logic cell in the layout is clkdlybuf4s50_1. Leaving out buffers and inverters, the combinational logic in the layout accounts for 0 um2.

Detailed routing
The first detailed-routing pass ran for 4 iterations. The detailed-route DRC error count is 0. The detailed router finished its first iteration with 79 violations. The routed wire length per instance is roughly 18 um. Antenna repair during routing inserted a diode count of 0.

For this block, the routed nets add up to ~9.8 mm of wire. The mean number of vias per cell is 4.35. The routed layout has 2416 vias. Nets still carrying antenna violations after routing amount to 0.

Flow run
The number of maximum-capacitance violations recorded for the run is 0. The total tool warning count is 32.

Yosys
Counting the warning lines in the Yosys log gives 1. The summed standard-cell area reported by yosys is 3850 um2. The top cell type's share of synthesized area is 99.9%. By area the synthesized netlist is led by edfxtp_1 100%, inv_1 0.098%. The average instance area after synthesis is 29.8 um2. The top cell type by total area after synthesis is edfxtp_1. Counting every instance in the synthesized netlist gives 129.

Synthesis instantiated 2 different standard cells from the library. The cell area that synthesis handed to floorplanning was ~3800 um2. In this run, synthesis produced a sequential element count of around 130.

After synthesis, the design contains around 130 cells according to Yosys. The sequential area share after synthesis is 99.9%.

Worst hold path
Looking at hold timing, the worst path starts from RS2data_i[1]. The capture endpoint of the worst hold path is RS2data_o[1]. The type of the most critical hold path is input port to register. The number of cells traversed by the worst hold path is 1.

Setup path
The critical path data arrival time is about 1000 ps. For reference, the critical path cell chain is buf_2. Along the worst path, the maximum fanout reaches 1.

The kind of cell with the highest combined delay along the critical path is flip-flops. The number of stages on the worst setup path is 1. Per STA, the highest per-stage delay on the worst path measures about 390 ps. For the worst setup path, the data required time is 800 ps. STA classifies the critical path startpoint as a register. The critical path capture point type is an output pin. The timing report notes that buffer and inverter cells on the critical path total 1. The highest-delay cell along the critical path is edfxtp_1. The type of the setup path with the least slack is register to output pin.

Final timing
The shortest clock period the worst path allows after layout is 1230 ps. The highest clock rate this design can be run at is about 810 MHz. The relative slew slack is 80.0%. The final worst setup slack is -229 ps. The final timing report lists a hold violation count of 0. In the final report, the number of pins over their slew limit comes to 0. At the pin with the least slew margin, the transition time is 300 ps. The setup-violating endpoint count in the final report is between 100 and 150. The post-route setup TNS is -22710 ps. The post-route clock period utilization is 123%. Setup repair after global routing could not meet its margin everywhere.

Power
The static power due to leakage is 2.58 nW. The total power per unit cell area is ~1900 nW/um2. Looking at the power breakdown, sequential logic takes between 50% and 60% of the total. In this run the VDD rail shows a maximum IR drop of 1.07 mV. The net switching power in the latest report is 0.00260 W. The internal portion of total power is approximately 0.01 W.

The switching part of the total is 20.4%. The clock share of power is a little over 40%. Combinational logic burns 7.9% of the power.

Floorplan
The initial core utilization is 41.4%. The area of the core is 9280 um2. The die outline width is 100 um.

The chip footprint is 10000 um2. The floorplan has 35 rows. The number of I/O pins is 258.

The vertical die dimension is 100 um.

Clock network
The post-CTS clock slew at the launch and capture registers of the worst setup and hold paths is 60 ps. The longest clock path from root to sink contains 2 buffers. The number of clock buffers inserted by TritonCTS is 17. The number of H-tree levels is 4. The number of hold buffers added after cts is 0. The sink count of the clock tree is 128. The clock tree from TritonCTS is built. The buffer type at the clock tree root is clkbuf_8.

Global route
The initial antenna violation count is 0. The pin count of the biggest net entering global routing is 58. The first global-routing pass estimated 13.7 mm of wire. The total overflow left after global routing is 0. Total global-route track usage over all layers is between 20% and 30%. The number of global-route vias before repair is 2475.
-- worst max-delay path by stage --
stage / endpoint / start
6_report: ALUSrc_o / ALUSrc_o
5_1_grt: RS1data_o[12] / RS1data_o[12]
4_1_cts: RS1data_o[12] / RS1data_o[12]
-- state kept, by name (all words and copies together) (netlist names), 2 cells and up --
register / flops
RS2data_o: 32
ALUOp_o: 2
RS2addr_o: 5
funct_o: 10
RS1addr_o: 5
SE_o: 32
RS1data_o: 32
RDaddr_o: 5
-- area by class of cell --
cell class	instances	area share [%]
timing repair buffer	266	31.4
sequential	128	58.1
inverter	1	0.114
tap	129	2.44
clock buffer	17	6.26
clock inverter	15	1.67
-- cell usage after synthesis --
cell type,n
inv_1,1
edfxtp_1,128
-- cell families (layout without fill, tap and decap cells) --
group	after synthesis	in the layout	share of synthesized area, %
flops	128	128	99.9
buf+inv	1	299	0.0975
-- layer usage --
layer	vias to the layer above	global-route usage, %	share of wire [%]
met5	-	0	0
met4	0	4.35	2.2
met3	14	8.07	11
met2	148	34.2	53
met1	1148	30.3	34
li1	1106	-	-
-- stage by stage --
stage	power [W]	hold WS, ps
6_report	0.0128	250
5_1_grt	0.0132	225
4_1_cts	0.0129	228
3_5_place_dp	0.00800	758
3_3_place_gp	0.00797	755
2_1_floorplan	0.00657	299
-- power groups by stage --
stage | Combinational [W] | Clock (W) | Sequential [W]
global route | 0.00108 | 0.00565 | 0.00651
finish | 0.00101 | 0.00530 | 0.00647
CTS | 0.00103 | 0.00539 | 0.00648
-- repair_timing --
action                     in CTS  in global routing
setup endpoints to repair     128                128
buffers inserted                0                  0
resized                       407                  0
Power and IR drop assume default switching activity.
